[flow/design.v]
module uart_recv(
    input			    sys_clk,                   
    input             sys_rst_n,                 
    input             uart_rxd,                  
    output  reg       uart_done,                 
    output  reg [7:0] uart_data                  
    );
parameter  CLK_FREQ = 50000000;                  
parameter  UART_BPS = 9600;                      
localparam BPS_CNT  = CLK_FREQ/UART_BPS;         
reg        uart_rxd_d0;
reg        uart_rxd_d1;
reg [15:0] clk_cnt;                              
reg [ 3:0] rx_cnt;                               
reg        rx_flag;                              
reg [ 7:0] rxdata;                               
wire       start_flag;
assign  start_flag = uart_rxd_d1 & (~uart_rxd_d0);                    
always @(posedge sys_clk or negedge sys_rst_n) begin 
    if (!sys_rst_n) begin 
        uart_rxd_d0 <= 1'b0;
        uart_rxd_d1 <= 1'b0;          
    end
    else begin
        uart_rxd_d0  <= uart_rxd;                   
        uart_rxd_d1  <= uart_rxd_d0;
    end   
end
always @(posedge sys_clk or negedge sys_rst_n) begin         
    if (!sys_rst_n)                                  
        rx_flag <= 1'b0;
    else begin
        if(start_flag)                           
            rx_flag <= 1'b1;                     
        else if((rx_cnt == 4'd9)&&(clk_cnt == BPS_CNT/2))
            rx_flag <= 1'b0;                     
        else
            rx_flag <= rx_flag;
    end
end
always @(posedge sys_clk or negedge sys_rst_n) begin         
    if (!sys_rst_n) begin                             
        clk_cnt <= 16'd0;                                  
        rx_cnt  <= 4'd0;
    end                               
    else if ( rx_flag ) begin                    
            if (clk_cnt < BPS_CNT - 1) begin
                clk_cnt <= clk_cnt + 1'b1;
                rx_cnt  <= rx_cnt;
            end
            else begin
                clk_cnt <= 16'd0;                
                rx_cnt  <= rx_cnt + 1'b1;        
            end
        end
        else begin                               
            clk_cnt <= 16'd0;
            rx_cnt  <= 4'd0;
        end
end
always @(posedge sys_clk or negedge sys_rst_n) begin 
    if ( !sys_rst_n)  
        rxdata <= 8'd0;                                     
    else if(rx_flag)                             
        if (clk_cnt == BPS_CNT/2) begin          
            case ( rx_cnt )
             4'd1 : rxdata[0] <= uart_rxd_d1;    
             4'd2 : rxdata[1] <= uart_rxd_d1;
             4'd3 : rxdata[2] <= uart_rxd_d1;
             4'd4 : rxdata[3] <= uart_rxd_d1;
             4'd5 : rxdata[4] <= uart_rxd_d1;
             4'd6 : rxdata[5] <= uart_rxd_d1;
             4'd7 : rxdata[6] <= uart_rxd_d1;
             4'd8 : rxdata[7] <= uart_rxd_d1;    
             default:;                                    
            endcase
        end
        else 
            rxdata <= rxdata;
    else
        rxdata <= 8'd0;
end
always @(posedge sys_clk or negedge sys_rst_n) begin        
    if (!sys_rst_n) begin
        uart_data <= 8'd0;                               
        uart_done <= 1'b0;
    end
    else if(rx_cnt == 4'd9) begin                
        uart_data <= rxdata;                     
        uart_done <= 1'b1;                       
    end
    else begin
        uart_data <= 8'd0;                                   
        uart_done <= 1'b0; 
    end    
end
endmodule
[flow/run.sh]
#!/bin/bash
# OpenROAD 26Q1-2900-gdf79404cd8, Yosys 0.63+post, stock flow scripts
make -C /OpenROAD-flow-scripts/flow DESIGN_CONFIG=/design/flow/config.mk WORK_HOME=/design/flow/orfs finish
[flow/config.mk]
export PLATFORM = sky130hd
export DESIGN_NAME = uart_recv
export DESIGN_NICKNAME = uart_recv
export VERILOG_FILES = /design/flow/design.v
export SDC_FILE = /design/flow/constraint.sdc
export NUM_CORES = 4
export LEC_CHECK = 1
export CORE_UTILIZATION = 40
[flow/constraint.sdc]
current_design uart_recv

set clk_period 4.2
set clk_io_pct 0.2

create_clock -name clk0 -period $clk_period [get_ports {sys_clk}]

set non_clock_inputs [all_inputs -no_clocks]
set_input_delay [expr $clk_period * $clk_io_pct] -clock clk0 $non_clock_inputs
set_output_delay [expr $clk_period * $clk_io_pct] -clock clk0 [all_outputs]
==> results.toml <==
# synthesis and place-and-route metrics
[yosys]
synth.cell_area_um2 = 1870
yosys_area_um2 = 1870
ys.flops = 40
postSynthSeqShare_pct = 53.7
synth_cells = 169
synth-edff-count = 0
flop_cell = "dfrtp_1"
ys_types = 35
postSynthAreaPerCell_um2 = 11.0
async_reset_ff_share_pct = 100
yosys_warnings = 1
ys_cells = 169

[floorplan]
fp.dieW_um = 70.3
ios = 12
die_area_um2 = 4940
core_area_um2 = 4410
rows = 24
die_y_um = 70.3
fp_util_pct = 42.3

[grt]
grt_use_total_pct = 14.7
grt_max_degree = 41
first_global_vias = 1157
gr-total-overflow = 0
antenna_found_initial = 0
grt_first_pass_wirelength_mm = 5.54

[routing]
drtIter0Drc = 27
n_antenna_cell = 0
wl_per_cell_um = 13.5
drc = 0
ant_nets = 0
drt-total-wl_mm = 3.22
viasPerCell = 5.31
drtPass1Iterations = 4
dr_total_vias = 1268

[sta]
finalSetupViolations = 0
fin_setup_tns_ns = 0
min_period_ns = 1.96
finalCritPeriodShare_pct = 46.7
rsz0062_at_grt = "no"
clock.fmax_mhz = 510
hold_viol_final = 0
maxSlewViolCount = 0
hold_ws_ns = 0.403
skew_ns = 0.00483
maxSlewHeadroom_pct = 59.7
tightestPinTransition_ns = 0.601

[finish]
layout_top_cell = "dfrtp_1"
fillers = 383
area_delta_synth_final_pct = 14.2
drive_gt1_share_pct = 8.02
logic_area_um2 = 810
final-instance-count-excl-fill = 239
flop_area_um2 = 1000
layout_top_cells = "dfrtp_1 (40), nand2_1 (20), mux2i_1 (12)"

[clocking]
cts_tree = "done"
cts_setup_buffers = 0
cts_resized = 0
cts_hold_buf = 0
cts_buffers = 5
cts.sinks = 40
clk_latency_ns = 0.29
htree_num_levels = 2
clockBufferDepth = 2
clkTransAtPathRegs_ns = 0.08
clockRootBuffer = "clkbuf_8"

[setup_path]
r2r_start = "clk_cnt[14]"
path_max_fanout = 12
cp.arrival_ns = 2.18
r2r-end = "clk_cnt[12]"
cp-startpoint = "clk_cnt[14]"
reg2reg_depth = 5
reg2reg_setup_slack_ns = 2.24
worstPathRequired_ns = 4.42
startpoint_type = "register"
endpoint = "clk_cnt[12]"
worstSetupPathType = "reg2reg"
end_kind = "register"

[pwr]
internal_power_mw = 0.648
ir_drop_mv = 0.249
seqPwrFrac_pct = 50.4
sw_frac_of_total_pct = 27.0
p_switching_mw = 0.240
p_per_area_nw_per_um2 = 417
comb_power_share_pct = 14.8
clock_power_share_pct = 34.8
finalPower_mw = 0.888
power.leakage_nw = 1.01

[outcome]
status = "finished, final reports clean"

[job]
cap_violations = 0
warnings = 29

[place]
gp_congestion = 0.859
hpwl_mm = 2.15
dp_cells = 231
port_buffers = 11

[hold_path]
hp-class = "reg2reg"
==> worst min path at each step <==
| stage | end | slack (ns) | cells past startpoint | startpoint |
|---|---|---|---|---|
| after CTS | uart_rxd_d1 | 0.41 | 0 | uart_rxd_d0 |
| after global routing | uart_rxd_d1 | 0.42 | 0 | uart_rxd_d0 |
| final | uart_rxd_d1 | 0.40 | 0 | uart_rxd_d0 |
==> Yosys cell counts (2+ instances only) <==
library cell  number  area (um2)
clkbuf_8           2        27.5
ha_1               6        75.1
and4_1             3        26.3
xor2_1             8        70.1
and2_1             8        50.1
o22ai_1            2        12.5
or3_1              3        18.8
or4b_4             2        27.5
clkbuf_1           2        7.51
dfrtp_1           40        1000
o21ai_0            2        10.0
nand3b_1           3        22.5
a21oi_1            4        20.0
mux2i_1           12         120
inv_1              6        22.5
nand2b_1           2        12.5
nand4_1            5        31.3
and3_1             2        12.5
nand2_1           20        75.1
nor2_1            11        41.3
nand3_1           11        55.1
o21a_1             2        15.0
==> registers in the layout (all words and copies together) (netlist names) <==
signal	count
clk_cnt	16
rxdata	8
uart_data	8
rx_cnt	4
rx_flag	1
uart_done	1
uart_rxd_d0	1
uart_rxd_d1	1
==> kinds of logic (layout without fill, tap and decap cells) <==
group / after synthesis / count (layout) / synth area share (%)
AND/OR/NAND/NOR: 76 / 76 / 23.2
XOR/XNOR: 9 / 9 / 4.23
flip-flops: 40 / 40 / 53.7
other: 1 / 3 / 0.201
adder cells (fa/ha/maj): 6 / 6 / 4.02
AND-OR/OR-AND: 14 / 14 / 4.90
buffers and inverters: 11 / 27 / 3.35
multiplexers: 12 / 12 / 6.44
==> cell type report <==
class	instances	area share [%]
clock buffers	5	3.23
clock inverters	3	2.00
inverters	6	1.06
multi-input cells	120	38.0
flip-flops and latches	40	47.0
well taps	52	3.06
repair buffers	13	5.64
==> worst max-delay path, stage by stage (launching register included) <==
cell,delay [ns]
dfrtp_1,0.37
or3_1,0.43
a211oi_1,0.55
o211ai_1,0.18
buf_4,0.23
a21oi_1,0.13
==> power by group through the flow <==
stage	clock network (mW)	logic (mW)	registers, mW
4_1_cts	0.318	0.133	0.448
5_1_grt	0.336	0.150	0.455
6_report	0.309	0.131	0.447
==> metal layers <==
metal  track usage, %  part of all wire (%)  vias to the layer above
met4             1.78                   2.5                        0
met5                0                     0                        -
li1                 -                     -                      613
met2             20.6                    41                       44
met3             4.67                   6.6                       10
met1             24.3                    49                      601
==> through the flow <==
stage | setup slack (ns) | instance area [um2] | util (%)
after floorplan | 2.45 | 1870 | -
after global placement | 2.31 | 2020 | 45.7
after detailed placement | 2.27 | 2020 | 45.7
after CTS | 2.26 | 2130 | 48.2
after global routing | 2.13 | 2130 | 48.2
final | 2.24 | 2130 | 48.2
Power is estimated from default activity; no workload was simulated.
