==> flow/design.v <==
module uart_send(
    input	      sys_clk,                   
    input         sys_rst_n,                 
    input         uart_en,                   
    input  [7:0]  uart_din,                  
    output  reg   uart_txd                   
    );
parameter  CLK_FREQ = 50000000;              
parameter  UART_BPS = 9600;                  
localparam BPS_CNT  = CLK_FREQ/UART_BPS;     
reg        uart_en_d0; 
reg        uart_en_d1;  
reg [15:0] clk_cnt;                          
reg [ 3:0] tx_cnt;                           
reg        tx_flag;                          
reg [ 7:0] tx_data;                          
wire       en_flag;
assign en_flag = (~uart_en_d1) & uart_en_d0;
always @(posedge sys_clk or negedge sys_rst_n) begin         
    if (!sys_rst_n) begin
        uart_en_d0 <= 1'b0;                                  
        uart_en_d1 <= 1'b0;
    end                                                      
    else begin                                               
        uart_en_d0 <= uart_en;                               
        uart_en_d1 <= uart_en_d0;                            
    end
end
always @(posedge sys_clk or negedge sys_rst_n) begin         
    if (!sys_rst_n) begin                                  
        tx_flag <= 1'b0;
        tx_data <= 8'd0;
    end 
    else if (en_flag) begin                  
            tx_flag <= 1'b1;                 
            tx_data <= uart_din;             
        end
        else 
        if ((tx_cnt == 4'd9)&&(clk_cnt == BPS_CNT/2))
        begin                                
            tx_flag <= 1'b0;                 
            tx_data <= 8'd0;
        end
        else begin
            tx_flag <= tx_flag;
            tx_data <= tx_data;
        end 
end
always @(posedge sys_clk or negedge sys_rst_n) begin         
    if (!sys_rst_n) begin                             
        clk_cnt <= 16'd0;                                  
        tx_cnt  <= 4'd0;
    end                                                      
    else if (tx_flag) begin                  
        if (clk_cnt < BPS_CNT - 1) begin
            clk_cnt <= clk_cnt + 1'b1;
            tx_cnt  <= tx_cnt;
        end
        else begin
            clk_cnt <= 16'd0;                
            tx_cnt  <= tx_cnt + 1'b1;        
        end
    end
    else begin                               
        clk_cnt <= 16'd0;
        tx_cnt  <= 4'd0;
    end
end
always @(posedge sys_clk or negedge sys_rst_n) begin        
    if (!sys_rst_n)  
        uart_txd <= 1'b1;        
    else if (tx_flag)
        case(tx_cnt)
            4'd0: uart_txd <= 1'b0;          
            4'd1: uart_txd <= tx_data[0];    
            4'd2: uart_txd <= tx_data[1];
            4'd3: uart_txd <= tx_data[2];
            4'd4: uart_txd <= tx_data[3];
            4'd5: uart_txd <= tx_data[4];
            4'd6: uart_txd <= tx_data[5];
            4'd7: uart_txd <= tx_data[6];
            4'd8: uart_txd <= tx_data[7];    
            4'd9: uart_txd <= 1'b1;          
            default: ;
        endcase
    else 
        uart_txd <= 1'b1;                    
end
endmodule
==> flow/run.sh <==
#!/bin/bash
# OpenROAD 26Q1-2900-gdf79404cd8, Yosys 0.63+post, stock flow scripts
make -C /OpenROAD-flow-scripts/flow DESIGN_CONFIG=/design/flow/config.mk WORK_HOME=/design/flow/orfs finish
==> flow/config.mk <==
export PLATFORM = sky130hd
export DESIGN_NAME = uart_send
export DESIGN_NICKNAME = uart_send
export VERILOG_FILES = /design/flow/design.v
export SDC_FILE = /design/flow/constraint.sdc
export NUM_CORES = 4
export LEC_CHECK = 1
export CORE_AREA = 10 10 110 110
export DIE_AREA = 0 0 120 120
==> flow/constraint.sdc <==
current_design uart_send

set clk_period 3.7
set clk_io_pct 0.2

create_clock -name clk0 -period $clk_period [get_ports {sys_clk}]

set non_clock_inputs [all_inputs -no_clocks]
set_input_delay [expr $clk_period * $clk_io_pct] -clock clk0 $non_clock_inputs
set_output_delay [expr $clk_period * $clk_io_pct] -clock clk0 [all_outputs]
==> CHANGELOG.md <==
### Changed

* Die height at 120 microns
* R2R setup slack at 1910 ps
* Post-synth ARST share at 100%
* Crit Path Class: reg2out
* Top_reg_cell synth: dfrtp_1
* Tightest Pin Transition at 650 ps
* F_max at 493 MHz
* Post-synth EDFFs at 0
* Area leader share at 47.8%
* CP Launch Type: flop
* Post-CTS Setup Bufs at 0
* Post-DP HPWL at 2120 microns
* Hold WS at 370 ps
* Inserted Clock Buffers at 5
* Tool Warnings at 29
* Fin. Hold Viols at 0
* Hold depth at 0
* Chip area in the Yosys report at 0.00162 sq mm
* First-pass iteration count of the detailed router at 4
* Cell count of the worst reg-to-reg path at 5
* Later-pin clock latency in the skew report at 280 ps
* Layout cells sized above 1 at 14.5%
* Largest net degree at the start of global routing at 33
* Gpl congestion at 0.784
* Synth Seq Share at 49.4%
* Core area at 0.00977 sq mm
* Post-layout min period at 2030 ps
* Cells after synthesis at 150
* Port-buffer cells at 11
* Clk pin slew, worst setup/hold paths at 70 ps
* Commonest Layout Cell: dfrtp_1
* Detailed-route via count at 1117
* Period Utilization, post-route at 54.8%
* Outcome: finished, final reports clean
* Final setup fails at 0
* Peak supply drop at 0.239 mV
* Hold_sp: uart_en_d0
* Worst Clk Skew at 4.06 ps
* Top cells excl fill/tap: dfrtp_1, nand2_1, clkdlybuf4s50_1
* Yosys warning total at 1
* #FFs+latches synth at 32
* Vias in the first global route at 1149
* Mapped cell area at 0.00162 sq mm
* Worst reg2reg endpoint: clk_cnt[2]
* Global-route wire length before repair at 5350 microns
* Clk sinks at 32
* Cell type with the largest total area: dfrtp_1
* Top delay family on crit path: flip-flops
* Area Overhead vs Synth at 22.2%
* Power Density at 511 mW/mm^2
* Worst path cell trace: clkdlybuf4s50_1
* Final WL at 3040 microns
* Total power at 1.01 mW
* Htree depth at 2
* TritonCTS clock tree: done
* Min-Delay Endpoint: uart_en_d1
* Worst R2R Start: clk_cnt[0]
* GR Overflow Total at 0
* Req. time, crit path at 2960 ps
* DR WL/cell at 10.2 microns
* Die footprint at 0.0144 sq mm
* Post-route ant nets at 0
* Cells in synth_stat.txt at 150
* Via/cell ratio at 3.75
* Die Wd at 120 microns
* CP bufs+invs at 1
* Hold Buf Count CTS at 0
* Worst Hold Class: reg2reg
* Gr usage total at 4.34%
* Max-Cap Viols at 0
* Max transition margin at 56.6%
* Slowest-stage cell, CP: dfstp_2
* CP Max Fanout at 2
* Post_cts resized at 0
* Synth area leaders: dfrtp_1, ha_1, a22o_1
* RSZ-0062 raised after global routing: false
* # diodes at 0
* Max clock buf depth at 2
* CP max stage delay at 530 ps
* Initial antenna violation count at 0
* Synth cell types at 42
* DRT iter0 DRCs at 66
* I/O pin cnt at 12
* LEAKAGE at 0.826 nW
* Pre-Place Util at 16.6%
* Critical Path Sink Type: primary output
* Placement Rows at 36
* Slew Viols, Final at 0
* Root Driver: clkbuf_8
* CP arrival at 1290 ps
* Mean area per synthesized cell at 10.8 sq um
* Final setup TNS at 0 ps
* # DRC at 0
## logic make-up (layout without fill, tap and decap cells)
group,after synthesis,in the layout,synth area share [%]
XOR/XNOR,10,10,5.39
other,1,3,0.231
multiplexers,4,4,2.47
adder cells (fa/ha/maj),6,6,4.62
AND-OR/OR-AND,28,28,13.0
buffers and inverters,13,26,4.01
AND/OR/NAND/NOR,56,56,20.9
flip-flops,32,32,49.4
## area by class of cell
| type | instances | area, sq um |
|---|---|---|
| Timing Repair Buffer | 12 | 118 |
| Clock buffer | 5 | 68.8 |
| Fill cell | 1069 | 7790 |
| Clock inverter | 3 | 42.5 |
| Tap cell | 133 | 166 |
| Sequential cell | 32 | 802 |
| Inverter | 6 | 22.5 |
| Multi-Input combinational cell | 107 | 764 |
## routing by layer
layer | share of wire [%] | vias up | track usage (%)
met3 | 6.2 | 0 | 1.38
met5 | 0 | - | 0
met2 | 43 | 25 | 6.57
met4 | 0 | 0 | 0.302
met1 | 51 | 535 | 6.22
li1 | - | 557 | -
## report_power, final
part / total [mW] / switching (mW) / internal (mW)
registers: 0.454 / 0.0565 / 0.398
clock network: 0.332 / 0.132 / 0.199
logic: 0.228 / 0.106 / 0.123
total: 1.01 / 0.295 / 0.719
## cell usage after synthesis (4+ instances only)
master and instances:
a22o_1 8, a31oi_1 5, dfrtp_1 31, ha_1 6
inv_1 6, mux2i_1 4, nand2_1 12, nand3_1 8
nor2_1 4, nor2_2 10, xor2_1 7
## stage by stage
| step | area [sq um] | setup WS [ps] | utilization, % | cells |
|---|---|---|---|---|
| after floorplan | 1630 | 2180 | - | 152 |
| final | 1980 | 1670 | 20.3 | 298 |
| after global placement | 1870 | 1960 | 19.2 | 290 |
| after global routing | 1980 | 1650 | 20.3 | 298 |
| after detailed placement | 1870 | 1940 | 19.2 | 290 |
| after CTS | 1980 | 1640 | 20.3 | 298 |
## worst max path at each step
stage | startpoint | end | slack, ps | cells after the start
after CTS | uart_txd | uart_txd | 1640 | 1
after global routing | uart_txd | uart_txd | 1650 | 1
final | uart_txd | uart_txd | 1670 | 1
## state kept, by name, indices dropped and copies added (netlist names)
name / flops
clk_cnt: 16
uart_txd: 1
tx_flag: 1
tx_data: 8
uart_en_d1: 1
uart_en_d0: 1
tx_cnt: 4
Power is estimated from default activity; no workload was simulated.
